==> flow/design.v <==
module data_memory #(
  parameter int unsigned DMEM_W = 11
) (
  input  logic              clk_i   ,
  input  logic              rst_ni	,
  input  logic [DMEM_W-1:0] addr_i  ,
  input  logic              st_en_i ,
  input  logic [31:0]       st_data_i ,
  input  logic [3:0]        mask_i  ,
  output logic [31:0]       ld_data_o 
);
  logic [3:0][7:0] dmem [0:2**(DMEM_W-2)-1];  
  always @(posedge clk_i) begin : proc_data
    if (st_en_i) begin
      if (mask_i[0]) begin
        dmem[addr_i[DMEM_W-1:2]][0] <= st_data_i[ 7: 0];
      end
      if (mask_i[1]) begin
        dmem[addr_i[DMEM_W-1:2]][1] <= st_data_i[15: 8];
      end
      if (mask_i[2]) begin
        dmem[addr_i[DMEM_W-1:2]][2] <= st_data_i[23:16];
      end
      if (mask_i[3]) begin
        dmem[addr_i[DMEM_W-1:2]][3] <= st_data_i[31:24];
      end
    end
  end
 assign ld_data_o = dmem[addr_i[DMEM_W-1:2]];
endmodule : data_memory
module demux_lsu(
  input logic [11:0] addr_i,
  input logic [1:0] addr_sel_i,
  output logic [11:0] addr_periph_o,
  output logic [10:0] addr_memory_o
  );
  assign addr_periph_o = (addr_sel_i == 2'b10)? addr_i : 12'h0;
  assign addr_memory_o = ((addr_sel_i == 2'b00)|(addr_sel_i == 2'b01))? addr_i[10:0] : 11'h0;
endmodule 
module input_peripheral(
	input logic clk_i,
	input logic rst_ni,
	input logic [31:0] io_sw,
	output logic [31:0] ld_data_o
	);
	logic [31:0] reg_sw;
	always@(posedge clk_i) begin
			reg_sw <= io_sw[31:0];
	end
	assign ld_data_o = reg_sw;	
endmodule
module lsu(
		input  logic 				clk_i,
		input  logic 				rst_ni,
		input  logic     			st_en_i ,
		input  logic [11:0] 		addr_lsu_i,
		input  logic [31:0]     st_data_i ,
		input  logic [3:0]      mask_i  ,
		input  logic				unsign,
		input  logic [31:0] 		io_sw,
		output logic [31:0]     ld_data_o,
		output logic [31:0] 		io_lcd,
		output logic [31:0] 		io_ledg,
		output logic [31:0] 		io_ledr,
		output logic [31:0] 		io_hex0,
		output logic [31:0] 		io_hex1,
		output logic [31:0] 		io_hex2,
		output logic [31:0] 		io_hex3,
		output logic [31:0] 		io_hex4,
		output logic [31:0] 		io_hex5,
		output logic [31:0] 		io_hex6,
		output logic [31:0] 		io_hex7 
		);
		logic [1:0] addr_sel;
		wire logic [11:0] addr_periph_o;
		wire logic [10:0] addr_memory_o;
		wire logic [31:0] input_periph_i;
		wire logic [31:0] output_periph_i;
		wire logic [31:0] data_memory_i;
		wire logic [31:0] ld_data;
		assign addr_sel = {addr_lsu_i[11],addr_lsu_i[8]};
		demux_lsu demux_lsu(
			.addr_i(addr_lsu_i),
			.addr_sel_i(addr_sel),
			.addr_periph_o(addr_periph_o),
			.addr_memory_o(addr_memory_o)
		);
		input_peripheral input_peripheral(
			.clk_i(clk_i),
			.rst_ni(rst_ni),
			.io_sw(io_sw),
			.ld_data_o(input_periph_i)
		);
		output_peripheral output_peripheral(
			.clk_i(clk_i),
			.rst_ni(rst_ni),
			.st_en_i(st_en_i),
			.addr_i(addr_periph_o),
			.st_data_i(st_data_i),
			.io_hex0(io_hex0),
			.io_hex1(io_hex1),
			.io_hex2(io_hex2),
			.io_hex3(io_hex3),
			.io_hex4(io_hex4),
			.io_hex5(io_hex5),
			.io_hex6(io_hex6),
			.io_hex7(io_hex7),
			.io_ledr(io_ledr),
			.io_ledg(io_ledg),
			.io_lcd(io_lcd),
			.ld_data_o(output_periph_i)
		);
		data_memory data_memory(
			.clk_i(clk_i),
			.rst_ni(rst_ni),
			.addr_i(addr_memory_o),
			.st_en_i(st_en_i),
			.st_data_i(st_data_i),
			.mask_i(mask_i),
			.ld_data_o(data_memory_i)
		);
		mux_lsu mux_lsu(
			.addr_sel_i(addr_sel),
			.input_periph_i(input_periph_i),
			.output_periph_i(output_periph_i),
			.data_memory_i(data_memory_i),
			.ld_data_o(ld_data)
		);		
		mux_load_byhawo mux_load_byhawo(
			.unsign(unsign),
			.mask_i(mask_i),
			.ld_data_i(ld_data),
			.ld_data_o(ld_data_o)
		);
endmodule
module mux_load_byhawo(	
	input logic 		unsign,
	input logic [3:0] mask_i,
	input logic [31:0] ld_data_i,
	output logic [31:0] ld_data_o
	);
	wire logic [31:0] ld_data_byte;
	wire logic [31:0] ld_data_half;
	wire logic [31:0] ld_data_word;
	wire logic [31:0] ld_data_byte_u;
	wire logic [31:0] ld_data_half_u;
	assign ld_data_byte = {{24{ld_data_i[7]}},ld_data_i[7:0]};
	assign ld_data_half = {{16{ld_data_i[15]}},ld_data_i[15:0]};
	assign ld_data_word = ld_data_i;
	assign ld_data_byte_u = {24'd0,ld_data_i[7:0]};
	assign ld_data_half_u = {16'd0,ld_data_i[15:0]};
	assign ld_data_o = ({unsign,mask_i}==5'b00001)? ld_data_byte 	:
							 ({unsign,mask_i}==5'b10001)? ld_data_byte_u :
							 ({unsign,mask_i}==5'b00011)? ld_data_half 	:
							 ({unsign,mask_i}==5'b10011)? ld_data_half_u	:
							 ({unsign,mask_i}==5'b01111)? ld_data_word 	: 32'd0;
endmodule
module mux_lsu(
  input logic [1:0] 	  addr_sel_i,
  input logic [31:0]   input_periph_i,
  input logic [31:0]   output_periph_i,
  input logic [31:0]   data_memory_i,
  output logic [31:0]  ld_data_o
  );
  assign ld_data_o = (addr_sel_i == 2'b11) ? input_periph_i:
							(addr_sel_i == 2'b10) ? output_periph_i :
							((addr_sel_i == 2'b00)|(addr_sel_i == 2'b01)) ? data_memory_i : data_memory_i ;
endmodule: mux_lsu
module output_peripheral(
		input logic clk_i,
		input logic rst_ni,
		input logic st_en_i,
		input logic [11:0] addr_i,
		input logic [31:0] st_data_i,
		output logic [31:0] io_lcd,
		output logic [31:0] io_ledg,
		output logic [31:0] io_ledr,
		output logic [31:0] io_hex0,
		output logic [31:0] io_hex1,
		output logic [31:0] io_hex2,
		output logic [31:0] io_hex3,
		output logic [31:0] io_hex4,
		output logic [31:0] io_hex5,
		output logic [31:0] io_hex6,
		output logic [31:0] io_hex7,
		output logic [31:0] ld_data_o
		);
		logic [31:0] reg_lcd;
		logic [31:0] reg_ledg;
		logic [31:0] reg_ledr;
		logic [31:0] reg_hex0;
		logic [31:0] reg_hex1;
		logic [31:0] reg_hex2;
		logic [31:0] reg_hex3;
		logic [31:0] reg_hex4;
		logic [31:0] reg_hex5;
		logic [31:0] reg_hex6;
		logic [31:0] reg_hex7;
		logic en_reg_lcd;
		logic en_reg_ledg;
		logic en_reg_ledr;
		logic en_reg_hex0;
		logic en_reg_hex1;
		logic en_reg_hex2;
		logic en_reg_hex3;
		logic en_reg_hex4;
		logic en_reg_hex5;
		logic en_reg_hex6;
		logic en_reg_hex7;		
		assign en_reg_hex0 = (addr_i == 12'h800)? 1'b1 : 1'b0;
		assign en_reg_hex1 = (addr_i == 12'h810)? 1'b1 : 1'b0;
		assign en_reg_hex2 = (addr_i == 12'h820)? 1'b1 : 1'b0;
		assign en_reg_hex3 = (addr_i == 12'h830)? 1'b1 : 1'b0;
		assign en_reg_hex4 = (addr_i == 12'h840)? 1'b1 : 1'b0;
		assign en_reg_hex5 = (addr_i == 12'h850)? 1'b1 : 1'b0;
		assign en_reg_hex6 = (addr_i == 12'h860)? 1'b1 : 1'b0;
		assign en_reg_hex7 = (addr_i == 12'h870)? 1'b1 : 1'b0;
		assign en_reg_ledr = (addr_i == 12'h880)? 1'b1 : 1'b0;
		assign en_reg_ledg = (addr_i == 12'h890)? 1'b1 : 1'b0;
		assign en_reg_lcd  = (addr_i == 12'h8A0)? 1'b1 : 1'b0;
		always @(posedge clk_i) begin : proc_hex0
		 if (en_reg_hex0 & st_en_i) begin
			  reg_hex0 <= st_data_i;
			end
		end
		always @(posedge clk_i) begin : proc_hex1
		 if (en_reg_hex1 & st_en_i) begin
			  reg_hex1 <= st_data_i;
			end
		end
		always @(posedge clk_i) begin : proc_hex2
		 if (en_reg_hex2 & st_en_i) begin
			  reg_hex2 <= st_data_i;
			end
		end	
		always @(posedge clk_i) begin : proc_hex3
		 if (en_reg_hex3 & st_en_i) begin
			  reg_hex3 <= st_data_i;
			end
		end
		always @(posedge clk_i) begin : proc_hex4
		 if (en_reg_hex4 & st_en_i) begin
			  reg_hex4 <= st_data_i;
			end
		end
		always @(posedge clk_i) begin : proc_hex5
		 if (en_reg_hex5 & st_en_i) begin
			  reg_hex5 <= st_data_i;
			end
		end
		always @(posedge clk_i) begin : proc_hex6
		 if (en_reg_hex6 & st_en_i) begin
			  reg_hex6 <= st_data_i;
			end
		end
		always @(posedge clk_i) begin : proc_hex7
		 if (en_reg_hex7 & st_en_i) begin
			  reg_hex7 <= st_data_i;
			end
		end
		always @(posedge clk_i) begin : proc_ledr
		 if (en_reg_ledr & st_en_i) begin
			  reg_ledr <= st_data_i;
			end
		end
		always @(posedge clk_i) begin : proc_ledg
		 if (en_reg_ledg & st_en_i) begin
			  reg_ledg <= st_data_i;
			end
		end		
		always @(posedge clk_i) begin : proc_lcd
		 if (en_reg_lcd & st_en_i) begin
			  reg_lcd <= st_data_i;
			end
		end		
		assign io_hex0 = {25'd0,reg_hex0[6:0]};
		assign io_hex1 = {25'd0,reg_hex1[6:0]};
		assign io_hex2 = {25'd0,reg_hex2[6:0]};
		assign io_hex3 = {25'd0,reg_hex3[6:0]};
		assign io_hex4 = {25'd0,reg_hex4[6:0]};
		assign io_hex5 = {25'd0,reg_hex5[6:0]};
		assign io_hex6 = {25'd0,reg_hex6[6:0]};
		assign io_hex7 = {25'd0,reg_hex7[6:0]};
		assign io_ledr = {15'd0,reg_ledr[16:0]};
		assign io_ledg = {24'd0,reg_ledg[7:0]};
		assign io_lcd  = {reg_lcd[31],20'd0,reg_lcd[10:0]};
		assign ld_data_o = (en_reg_hex0)? reg_hex0 :
								 (en_reg_hex1)? reg_hex1 :
								 (en_reg_hex2)? reg_hex2 :
								 (en_reg_hex3)? reg_hex3 :
								 (en_reg_hex4)? reg_hex4 :
								 (en_reg_hex5)? reg_hex5 :
								 (en_reg_hex6)? reg_hex6 :
								 (en_reg_hex7)? reg_hex7 : 
								 (en_reg_ledr)? reg_ledr :
								 (en_reg_ledg)? reg_ledg :
								 (en_reg_lcd)?  reg_lcd  :32'd0;
endmodule	
==> flow/run.sh <==
#!/bin/bash
# OpenROAD 26Q1-2900-gdf79404cd8, Yosys 0.63+post, stock flow scripts
make -C /OpenROAD-flow-scripts/flow DESIGN_CONFIG=/design/flow/config.mk WORK_HOME=/design/flow/orfs finish
==> flow/config.mk <==
export PLATFORM = sky130hd
export DESIGN_NAME = lsu
export DESIGN_NICKNAME = lsu
export VERILOG_FILES = /design/flow/design.v
export SDC_FILE = /design/flow/constraint.sdc
export NUM_CORES = 4
export LEC_CHECK = 1
export CORE_UTILIZATION = 30
export SYNTH_MEMORY_MAX_BITS = 65536
==> flow/constraint.sdc <==
current_design lsu

set clk_period 269.6
set clk_io_pct 0.2

create_clock -name clk0 -period $clk_period [get_ports {clk_i}]

set non_clock_inputs [all_inputs -no_clocks]
set_input_delay [expr $clk_period * $clk_io_pct] -clock clk0 $non_clock_inputs
set_output_delay [expr $clk_period * $clk_io_pct] -clock clk0 [all_outputs]
==> impl_metrics.py <==
# Metrics from the implementation run
metrics = {
    "routing": {
        "post-route-drc-count": 0,
        "wirelength_um": 2120000,
        "post_drt_via_cell_ratio": 5.51,
        "routedWlPerCell_um": 31.9,
        "dr_total_vias": 367309,
        "drt_first_pass_iters": 23,
        "detail_route.iter0.violations": 29764,
        "ant_nets": 0,
    },
    "status": {
        "outcome": "complete, but fails checks",
        "violations": "capacitance limit, slew limit",
    },
    "timing": {
        "post-route-min-period_ns": 117.74,
        "grt_setup_unrepaired": "no",
        "hold_slack_ns": 52.95,
        "least_margin_pin_slew_ns": 1.51,
        "final.setup.tns_ns": 0,
        "max_clock_freq_ghz": 0.00849,
        "setup_slack_ns": 151.86,
        "max_slew_headroom_pct": -1.42,
        "min_period_over_period_pct": 43.7,
        "finalHoldViolations": 0,
        "final-setup-viol-count": 0,
        "timing.final.max_slew_violations": 2,
    },
    "setup_path": {
        "worstPathRequired_ns": 215.68,
        "worst_setup_path_start_kind": "input port",
        "worstSetupPathType": "in -> out",
        "critical_path.max_fanout": 93,
        "worst_setup_path_end_kind": "output port",
        "critical_path_arrival_ns": 63.82,
    },
    "floorplan": {
        "initCoreUtil_pct": 30.1,
        "die_width_um": 1440,
        "io_pins": 468,
        "num_rows": 528,
        "die-area_sq_um": 2080000,
        "coreArea_sq_um": 2070000,
        "die_y_um": 1440,
    },
    "clocking": {
        "post_cts_buffers": 0,
        "clk_transition_reported_paths_ns": 0.06,
        "clk_path_buf_depth": 6,
        "htree_levels": 7,
        "cts_root_buffer": "sky130_fd_sc_hd__clkbuf_16",
        "tritoncts_num_sinks": 16768,
        "cts.hold.buffers_added": 0,
        "cts_inserted_buffers": 1743,
        "cts_tree": "yes",
        "cts_resized": 0,
    },
    "synth": {
        "synth.avg_cell_area_sq_um": 17.0,
        "synth_seq_share_pct": 81.0,
        "synth_flop_count": 16768,
        "synthCells": 36509,
        "yosys-stat-area_sq_um": 621000,
        "netlist_area_sq_um": 621000,
        "postSynth.asyncResetShare_pct": 0,
        "number_of_synthesis_warnings": 3,
        "yosysUniqueCellTypes": 102,
        "yosysCellCount": 36509,
        "enable_flop_cells": 16736,
        "postSynth.topFlopCell": "sky130_fd_sc_hd__edfxtp_1",
    },
    "worst_hold_path": {
        "min-delay-path-class": "in -> reg",
    },
    "power": {
        "power.net_switching_mw": 1.18,
        "power.density_nw_per_um2": 7.56,
        "p_sw_share_pct": 21.9,
        "power_report.internal_total_mw": 4.21,
        "finalPower_mw": 5.39,
        "clock_power_share_pct": 41.9,
        "power_share_of_the_sequential_group_pct": 53.2,
        "leakagePower_nw": 214,
        "combinationalPowerShare_pct": 4.9,
        "peakVddDrop_mv": 0.00650,
    },
    "cells_and_area": {
        "finish.instance_area_sq_um": 714000,
        "area_delta_synth_final_pct": 14.9,
        "number_of_flip_flops_in_the_largest_register": 16384,
        "drive_above_1_share_pct": 11.8,
    },
    "placement": {
        "dp_hpwl_um": 1330000,
        "placed_cell_area_sq_um": 660000,
        "placement.setup.worst_slack_ns": 152.31,
        "numPortBuffers": 207,
        "gp_congestion": 0.971,
    },
    "grt": {
        "grt_start_max_net_pins": 140,
        "grt_overflow": 0,
        "antenna_found_initial": 218,
        "grt_pass1_vias": 376746,
        "wire_length_of_the_first_global_routing_pass_um": 2920000,
        "grt_util_all_layers_pct": 21.4,
    },
    "flow_run": {
        "drv.max_cap_violation_count": 1,
        "openroad.warnings": 108,
    },
}
## cells in the final DEF, fill, tap and decap left out, types with 391 or more instances in the layout
cell	netlist	routed
sky130_fd_sc_hd__a221oi_1	1012	1012
sky130_fd_sc_hd__edfxtp_1	16736	16736
sky130_fd_sc_hd__o22ai_1	5984	5984
sky130_fd_sc_hd__a22o_1	1120	1120
sky130_fd_sc_hd__a22oi_1	502	502
sky130_fd_sc_hd__nand4_1	506	506
sky130_fd_sc_hd__clkbuf_16	0	1767
sky130_fd_sc_hd__nor2_1	2359	2300
sky130_fd_sc_hd__diode_2	0	420
sky130_fd_sc_hd__o21ai_0	2553	2545
sky130_fd_sc_hd__buf_4	423	1767
sky130_fd_sc_hd__clkbuf_1	1121	391
sky130_fd_sc_hd__clkinv_1	1	454
sky130_fd_sc_hd__a21oi_1	466	460
## Yosys cell counts (13+ instances only)
master                          n  area [sq um]
sky130_fd_sc_hd__buf_1        620          2330
sky130_fd_sc_hd__edfxtp_1   16736        503000
sky130_fd_sc_hd__nand2_1      366          1370
sky130_fd_sc_hd__nor2b_1       43           269
sky130_fd_sc_hd__a221oi_1    1012          8860
sky130_fd_sc_hd__a211o_1       13           114
sky130_fd_sc_hd__o31ai_1       67           503
sky130_fd_sc_hd__nor4_1        74           463
sky130_fd_sc_hd__a31oi_1       63           394
sky130_fd_sc_hd__o221ai_1      58           508
sky130_fd_sc_hd__o2111ai_1     26           228
sky130_fd_sc_hd__o22a_1        17           149
sky130_fd_sc_hd__mux4_2       100          2250
sky130_fd_sc_hd__a22o_1      1120          9810
sky130_fd_sc_hd__dfxtp_1       32           641
sky130_fd_sc_hd__a211oi_1      75           563
sky130_fd_sc_hd__and4_1        15           131
sky130_fd_sc_hd__a32oi_1       16           140
sky130_fd_sc_hd__o22ai_1     5984         37400
sky130_fd_sc_hd__nand3_1       79           395
sky130_fd_sc_hd__o211ai_1      83           623
sky130_fd_sc_hd__a21oi_1      466          2330
sky130_fd_sc_hd__buf_6         19           214
sky130_fd_sc_hd__and2_1        16           100
sky130_fd_sc_hd__nor3_1       175           876
sky130_fd_sc_hd__a2111oi_0     23           201
sky130_fd_sc_hd__o21ai_0     2553         12800
sky130_fd_sc_hd__o21ai_1       13          65.1
sky130_fd_sc_hd__a41oi_1       64           561
sky130_fd_sc_hd__buf_2       1001          5010
sky130_fd_sc_hd__mux2i_1      251          2510
sky130_fd_sc_hd__or4_1         16           120
sky130_fd_sc_hd__a222oi_1      34           340
sky130_fd_sc_hd__a22oi_1      502          3770
sky130_fd_sc_hd__or3_1         17           106
sky130_fd_sc_hd__nor2_1      2359          8850
sky130_fd_sc_hd__inv_1         17          63.8
sky130_fd_sc_hd__clkbuf_1    1121          4210
sky130_fd_sc_hd__mux2_2        79           890
sky130_fd_sc_hd__o31a_1        18           158
sky130_fd_sc_hd__a221o_1       36           360
sky130_fd_sc_hd__nand2b_1      14          87.6
sky130_fd_sc_hd__nand4_1      506          3170
sky130_fd_sc_hd__buf_4        423          3180
## layout make-up
| cell class | instances | area (sq um) |
|---|---|---|
| diodes | 420 | 1050 |
| well taps | 27560 | 34500 |
| repair buffers | 2033 | 16700 |
| clock buffers | 2163 | 45800 |
| fillers | 191361 | 1350000 |
| multi-input cells | 16791 | 106000 |
| inverters | 19 | 85.1 |
| flip-flops and latches | 16768 | 503000 |
| clock inverters | 924 | 6960 |
## power by group through the flow
stage / Combinational (mW) / Sequential [mW] / Clock (mW)
5_1_grt: 0.272 / 2.87 / 2.37
6_report: 0.264 / 2.87 / 2.26
4_1_cts: 0.255 / 2.87 / 2.28
## logic make-up (layout without fill, tap and decap cells)
family	after synthesis	after routing	share of synthesized area [%]
buf+inv	3208	5139	2.43
compound gates	12344	12344	13.0
mux	433	433	0.915
flops	16768	16768	81.0
simple gates	3755	3755	2.67
other cells	1	679	0.000603
## through the flow
stage                     std cells  utilization [%]
after floorplan               36767                -
after detailed placement      63170             32.0
final                         66678             34.6
after global routing          66423             34.5
after CTS                     66257             34.5
after global placement        63170             32.0
## worst paths after layout
check	to	depth (start not counted)	from	slack [ns]
setup / recovery	ld_data_o[22]	21	addr_lsu_i[2]	151.86
hold / removal	data_memory.dmem[228][8]	1	st_data_i[8]	52.95
## per-layer routing
| layer | routed length, um | up-vias | GRT usage, % |
|---|---|---|---|
| li1 | - | 153511 | - |
| met5 | 12200 | - | 4.54 |
| met1 | 621000 | 182851 | 20.6 |
| met2 | 912000 | 25590 | 29.2 |
| met4 | 151000 | 302 | 12.4 |
| met3 | 428000 | 5055 | 19.6 |
## worst max-delay path, stage by stage
cell and delay [ns]:
sky130_fd_sc_hd__buf_8 0.27, sky130_fd_sc_hd__or3b_4 0.72, sky130_fd_sc_hd__buf_4 0.74, sky130_fd_sc_hd__buf_4 0.59, sky130_fd_sc_hd__buf_12 0.38, sky130_fd_sc_hd__buf_12 0.41, sky130_fd_sc_hd__buf_4 0.59, sky130_fd_sc_hd__buf_12 0.49
sky130_fd_sc_hd__buf_12 0.43, sky130_fd_sc_hd__buf_4 0.58, sky130_fd_sc_hd__o22ai_1 0.17, sky130_fd_sc_hd__o21ai_0 0.36, sky130_fd_sc_hd__nand4_1 0.52, sky130_fd_sc_hd__a22o_1 0.42, sky130_fd_sc_hd__a221oi_1 0.52, sky130_fd_sc_hd__nand4_1 0.47
sky130_fd_sc_hd__nor4_2 0.32, sky130_fd_sc_hd__buf_4 0.36, sky130_fd_sc_hd__o21ai_0 0.24, sky130_fd_sc_hd__o21ai_2 0.19, sky130_fd_sc_hd__clkdlybuf4s50_1 0.49
Power figures rest on the tool's default switching activity, not on a simulated workload.
